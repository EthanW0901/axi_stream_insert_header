**design/flow/design.v**
```verilog
`timescale 1ns / 1ps
module axi_stream_insert_header #(
	parameter DATA_WD = 32,
	parameter DATA_BYTE_WD = DATA_WD / 8,
	parameter BYTE_CNT_WD = $clog2(DATA_BYTE_WD)
)(
	input clk,
	input rst_n,
	input valid_in,
	input [DATA_WD-1 : 0] data_in,
	input [DATA_BYTE_WD-1 : 0] keep_in,
	input last_in,
	output ready_in,
	output valid_out,
	output [DATA_WD-1 : 0] data_out,
	output [DATA_BYTE_WD-1 : 0] keep_out,
	output last_out,
	input ready_out,
	input valid_insert,
	input [DATA_WD-1 : 0] data_insert,
	input [DATA_BYTE_WD-1 : 0] keep_insert,
	input [BYTE_CNT_WD-1 : 0] byte_insert_cnt,
	output ready_insert
);
reg last_in_r1;
reg last_in_r2;
wire last_in_pulse_p;
reg [DATA_WD-1 : 0] data_out_r1; 
reg [DATA_WD-1 : 0] data_out_r2;
reg [DATA_BYTE_WD-1 : 0] keep_in_r;
wire axis_ready_in;
always@(posedge clk or negedge rst_n)
if(!rst_n)
begin
    last_in_r1 <= 0;
    last_in_r2 <= 0;
end
else 
begin
    last_in_r1 <= last_in;
    last_in_r2 <= last_in_r1;
end
assign last_in_pulse_p = ~last_in_r1 & last_in_r2;
assign axis_ready_in = last_in_pulse_p? 0 : 1;
assign ready_in = axis_ready_in;
always@(posedge clk or negedge rst_n)
if(!rst_n)
begin
    data_out_r1 <= 0;
end
else if(valid_in && axis_ready_in) 
begin
    keep_in_r <= keep_in;
    data_out_r1 <= data_in;
    data_out_r2 <= data_out_r1;
end
else
begin
    data_out_r1 <= data_out_r1;
    data_out_r2 <= data_out_r2;
end
reg [DATA_WD-1 : 0]header_out_r;
reg insert_flag;
reg [DATA_BYTE_WD-1 : 0] keep_insert_out_r;
always@(posedge clk or negedge rst_n)
if(!rst_n)
begin
    header_out_r <= 0;
    insert_flag <= 0;
end
else if(valid_insert && ready_insert)
begin
    case(keep_insert)
    4'b1111:begin header_out_r<=data_insert;insert_flag<=1; end
    4'b0111:begin header_out_r<={8'b0,data_insert[23:0]};insert_flag<=1;end
    4'b0011:begin header_out_r<={16'b0,data_insert[15:0]};insert_flag<=1;end
    4'b0001:begin header_out_r<={24'b0,data_insert[7:0]};insert_flag<=1;end
    default:begin header_out_r<=header_out_r;insert_flag<=1; end
    endcase
    keep_insert_out_r <= keep_insert;
end
reg [DATA_WD-1 : 0]header_data_out_r;
always@(posedge clk or negedge rst_n)
if(!rst_n)
begin
    header_data_out_r <= 0;
end
else if(insert_flag)
begin
    case(keep_insert)
    4'b1111:begin header_data_out_r<=header_out_r;insert_flag<=0; end
    4'b0111:begin header_data_out_r<={data_insert[23:0],data_out_r1[31:24]};insert_flag<=0;end
    4'b0011:begin header_data_out_r<={data_insert[15:0],data_out_r1[31:16]};insert_flag<=0;end
    4'b0001:begin header_data_out_r<={data_insert[7:0],data_out_r1[31:8]};insert_flag<=0;end
    default:begin header_data_out_r<=header_data_out_r;insert_flag<=0; end
    endcase
end
else 
    begin
        case(keep_insert_out_r)
        4'b1111:begin header_data_out_r<=data_out_r2; end
        4'b0111:begin header_data_out_r<={data_out_r2[23:0],data_out_r1[31:24]};end
        4'b0011:begin header_data_out_r<={data_out_r2[15:0],data_out_r1[31:16]};end
        4'b0001:begin header_data_out_r<={data_out_r2[7:0],data_out_r1[31:8]};end
        default:begin header_data_out_r<=header_data_out_r; end
    endcase
    end
reg s_ready_insert;
assign data_out = ready_out?header_data_out_r:data_out_r2;
always@(posedge clk or negedge rst_n)
begin
    if(!rst_n)
        s_ready_insert<=0;
    else
        s_ready_insert<= insert_flag==1 ? 0:1;
end
assign ready_insert=s_ready_insert;
reg [1:0]insert_flag_r;
always@(posedge clk or negedge rst_n)
begin
    if(!rst_n)
        insert_flag_r<=0;
    else
        insert_flag_r <= {insert_flag_r[0],insert_flag};
end
assign neg_flag = ~insert_flag_r[1]&insert_flag_r[0];
assign valid_out = neg_flag? 0 : 1;
wire last_out_p;
reg [DATA_BYTE_WD-1 : 0] keep_out_r;
always@(posedge clk or negedge rst_n)
begin
    if(!rst_n)
        keep_out_r<=0;
    else if(valid_out)
        keep_out_r <= 4'b1111;
    else if(last_out_p)
    begin
        case(keep_insert)
            4'b1111:begin keep_out_r <= keep_in_r;end
            4'b0111:begin keep_out_r <= keep_in_r<<1;end
            4'b0011:begin keep_out_r <= keep_in_r<<2;end
            4'b0001:begin keep_out_r <= keep_in_r<<3;end
        endcase
    end
    else
        keep_out_r<=0;
end
assign keep_out = keep_out_r;
reg [1:0]last_out_r;
always@(posedge clk or negedge rst_n)
begin
    if(!rst_n)
        last_out_r <= 0;
    else 
    begin
        last_out_r <= {last_out_r[0],last_in_pulse_p};
    end
end
assign last_out_p = ~last_out_r[0]&last_out_r[1];
assign last_out = last_out_p;
endmodule
```
**design/flow/run.sh**
```bash
#!/bin/bash
# OpenROAD 26Q1-2900-gdf79404cd8, Yosys 0.63+post, stock flow scripts
make -C /OpenROAD-flow-scripts/flow DESIGN_CONFIG=/design/flow/config.mk WORK_HOME=/design/flow/orfs finish
```
**design/flow/config.mk**
```make
export PLATFORM = sky130hd
export DESIGN_NAME = axi_stream_insert_header
export DESIGN_NICKNAME = axi_stream_insert_header
export VERILOG_FILES = /design/flow/design.v
export SDC_FILE = /design/flow/constraint.sdc
export NUM_CORES = 4
export LEC_CHECK = 1
export CORE_UTILIZATION = 50
```
**design/flow/constraint.sdc**
```tcl
current_design axi_stream_insert_header

set clk_period 7.3
set clk_io_pct 0.2

create_clock -name clk0 -period $clk_period [get_ports {clk}]

set non_clock_inputs [all_inputs -no_clocks]
set_input_delay [expr $clk_period * $clk_io_pct] -clock clk0 $non_clock_inputs
set_output_delay [expr $clk_period * $clk_io_pct] -clock clk0 [all_outputs]
```
==> impl_metrics.toml <==
# implementation run metrics
[cells_and_area]
fillers = 858
multiInputGateArea_um2 = 2520
seq_area_um2 = 2810
post_route_cells_drive_above_1_share = 0.350
layout.cell_area.non_filler_um2 = 6610
area_delta_synth_final_pct = 17.8

[detailed_routing]
route.antenna.diode_count = 0
detail_route.drc_violations = 0
vias_per_instance = 6.01
routed-via-count = 3554
initialDrtViolationCount = 172
final_antenna_net_count = 0
drt-pass1-iter-count = 4
wl_per_cell_um = 21.2
detail_route.wirelength_um = 12500

[power_and_ir_drop]
static-leakage-power_nw = 2.49
share_of_total_power_in_sequential_cells = 0.547
powerDensity_nw_per_um2 = 196
power.internal_mw = 0.985
comb_power_share = 0.160
power.switching_mw = 0.314
clkPwrFrac = 0.293
power.switching_fraction = 0.241
vdd_ir_drop_max_uv = 138
total_power_mw = 1.30

[sta]
timing.final.crit_share = 0.639
timing_max_transition_violations_final = 0
fin_worst_hold_slack_ps = 384
final_tns_setup_ps = 0
setup_violations = 0
slew_at_the_pin_with_the_worst_max_slew_slack_ps = 725
layout_min_cycle_time_ps = 4660
rsz_0062_raised_after_global_routing = "no"
setup_slack_ps = 2640
clock-skew-final_ps = 10.8
final_hold_viol_count = 0
max_freq_mhz = 214
relSlewSlack = 0.516

[global_route]
antenna_found_initial = 0
first_global_vias = 3604
grt_pass1_wl_um = 20200
globalRoute.busiestLayer = "met1"
overflow = 0
grt.met2_usage = 0.344
grt.total_usage = 0.242
grt_use_met1 = 0.412
grt_use_met3 = 0.0626
grt_start_max_net_pins = 66

[placed_design]
detailedPlacementHpwl_um = 7230
number_of_buffer_cells_added_on_primary_ports = 80
postPlaceCellArea_um2 = 6400
placer_congestion = 0.759
pre_cts_slack_ps = 2630

[clock_tree]
tritoncts = "yes"
ctsLongestPathBuffers = 2
postCtsHoldBufs = 0
numCtsBuffers = 9
root_buffer = "sky130_fd_sc_hd__clkbuf_8"
clkTransAtPathRegs_ps = 100
cts_repair_resize_count = 0
clock-sinks = 105
worst_skew_pair.late_latency_ps = 370
htreeDepth = 3
post-cts-setup-buffer-count = 0

[logic_synthesis]
synth_top_area_share = 0.308
yosysMostFrequentCell = "sky130_fd_sc_hd__dfrtp_1"
distinct_cell_type_count_after_synthesis = 27
syn_avg_cell_area_um2 = 14.4
netlist_area_um2 = 5610
yosysWarningCount = 4
post_synth_seq_share = 0.500
dominantRegCellSynth = "sky130_fd_sc_hd__dfrtp_1"
synthesized_instance_count = 390
yosys-top-cells-count = "sky130_fd_sc_hd__dfrtp_1 (69), sky130_fd_sc_hd__mux2_2 (48), sky130_fd_sc_hd__edfxtp_1 (36)"
ys_chip_area_um2 = 5610
synth-cells-yosys = 390
top_cell_type_by_total_area_after_synthesis = "sky130_fd_sc_hd__dfrtp_1"
synth-edff-count = 36
synth-async-reset-ratio = 0.657
ys_ff = 105
netlist_top_cells_area = "sky130_fd_sc_hd__dfrtp_1 (31%), sky130_fd_sc_hd__edfxtp_1 (19%), sky130_fd_sc_hd__mux2_2 (9.6%), sky130_fd_sc_hd__mux2_4 (7.5%), sky130_fd_sc_hd__a211oi_2 (6.2%)"

[setup_path]
crit_path_end_kind = "output port"
setup.worst_path.start_class = "input port"
cp.required_ps = 5840
register_to_register_setup_slack_ps = 4450
timing.setup.critical_path_class = "in2out"
cp_max_fo = 32
worstReg2RegEnd = "header_data_out_r[29]"
worst_setup_path_startpoint = "ready_out"
cp_data_arrival_time_ps = 3200
critical_path.reg2reg.startpoint = "keep_insert_out_r[2]"
worstSetupEndpoint = "data_out[8]"
worst-r2r-cell-count = 5

[outcome]
status = "complete, no violations"

[die]
pin_count = 120
core_um2 = 10900
rows = 38
fp.dieW_um = 108
die_height_um = 108
die_area_um2 = 11700
floorplan_stage_core_utilization = 0.516

[min_path]
hold_depth = 0
hold_path_startpoint = "last_out_r[0]"
hp_class = "reg2reg"

[job]
warning_count = 64
maxCapViolations = 0
==> cell type report <==
type,count,share of cell area
Clock buffer,12,0.0250
Tap cell,140,0.0265
Timing Repair Buffer,92,0.134
Sequential cell,105,0.425
Clock inverter,4,0.00757
Inverter,1,0.000568
Multi-Input combinational cell,237,0.381
==> worst min-delay path by stage <==
stage,to,slack (ps)
after global routing,last_in_r2,400
final,last_out_r[1],380
after CTS,last_out_r[1],390
==> layer usage <==
metal	vias to the layer above	part of all wire
li1	1647	-
met1	1801	0.49
met2	98	0.44
met3	8	0.060
met4	0	0.0095
met5	-	0
==> sequential cells by signal, summed over array words and instances (netlist names) <==
signal,count
data_out_r1,32
keep_insert_out_r,4
last_out_r,2
last_in_r1,1
last_in_r2,1
header_data_out_r,32
keep_out_r,1
data_out_r2,32
==> placed cells by master (no fill, tap or decap), drive strengths merged <==
cell            n
mux2           95
clkdlybuf4s50  79
dfrtp          69
edfxtp         36
o2111ai        31
o2bb2ai        31
a211oi         31
o21ba          31
buf            13
clkbuf         12
nand2b          4
nor2b           3
and3            2
nand3           2
conb            2
clkinvlp        2
inv             1
o211a           1
a21o            1
mux2i           1
a32o            1
nand2           1
clkinv          1
bufinv          1
==> worst max-delay path: stages <==
cell,delay [ps]
sky130_fd_sc_hd__clkdlybuf4s50_1,460
sky130_fd_sc_hd__buf_4,430
sky130_fd_sc_hd__mux2_2,430
sky130_fd_sc_hd__clkdlybuf4s50_1,410
==> power by group through the flow <==
stage / Sequential, mW / Combinational (mW) / Clock, mW
4_1_cts: 0.711 / 0.210 / 0.395
5_1_grt: 0.719 / 0.226 / 0.417
6_report: 0.711 / 0.207 / 0.381
==> through the flow <==
step                      cells   util
after floorplan             391      -
after global placement      575  0.587
after detailed placement    575  0.587
after CTS                   591  0.607
after global routing        591  0.607
final                       591  0.607
==> cells by family (layout without fill, tap and decap cells) <==
group / Yosys count / count (layout) / share of synthesized area
AOI/OAI and AO/OA: 127 / 127 / 0.223
DFF: 105 / 105 / 0.500
muxes: 96 / 96 / 0.211
buffers and inverters: 49 / 109 / 0.0524
and+or+nand+nor: 12 / 12 / 0.0125
other: 1 / 2 / 0.000668
Power is estimated from default activity; no workload was simulated.
